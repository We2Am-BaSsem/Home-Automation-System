File: ./run.sh
#!/bin/bash
# OpenROAD 26Q1-2900-gdf79404cd8, Yosys 0.63+post, stock flow scripts
make -C /OpenROAD-flow-scripts/flow DESIGN_CONFIG=/design/flow/config.mk WORK_HOME=/design/flow/orfs finish
File: ./constraint.sdc
current_design integ

set clk_period 2.0
set clk_io_pct 0.2

create_clock -name clk0 -period $clk_period [get_ports {Clk}]

set non_clock_inputs [all_inputs -no_clocks]
set_input_delay [expr $clk_period * $clk_io_pct] -clock clk0 $non_clock_inputs
set_output_delay [expr $clk_period * $clk_io_pct] -clock clk0 [all_outputs]
File: ./design.v
module integ(
  input wire Clk, Rst, SFD, SRD, SW, SFA,
  input wire[6:0] ST,
  output wire fdoor, rdoor, winbuzz, alarmbuzz, heater, cooler,
  output reg[2:0] display);
  reg[5:0] out;
  assign {fdoor, rdoor, alarmbuzz, winbuzz, heater, cooler} = out;
  reg [2:0] State;
  localparam S1 = 3'b000;
  localparam S2 = 3'b001;
  localparam S3 = 3'b010;
  localparam S4 = 3'b011;
  localparam S5 = 3'b100;
  always @(posedge Clk)
  begin
    {out, display} <= 0;
    if(Rst) begin
      State <= S1;
    end
    else begin
    State <= State + 1;
      case(State)
        S1: begin
          if(SFD) {out, display} <= 1 | (1<<8);
        end
        S2: begin
          if(SRD) {out, display} <= 2 | (1<<7);
       end
        S3: begin
          if(SFA) {out, display} <= 3 | (1<<6);
        end
        S4: begin
          if(SW)  {out, display} <= 4 | (1<<5);
        end
        S5: begin
          State <= S1;
          if(ST < 50)       {out, display} <= 5 | (1<<4);
          else if(ST > 70)  {out, display} <= 6 | (1<<3);
        end
        default:;
      endcase
    end
  end
endmodule
File: ./config.mk
export PLATFORM = sky130hd
export DESIGN_NAME = integ
export DESIGN_NICKNAME = integ
export VERILOG_FILES = /design/flow/design.v
export SDC_FILE = /design/flow/constraint.sdc
export NUM_CORES = 4
export LEC_CHECK = 1
export CORE_AREA = 10 10 70 70
export DIE_AREA = 0 0 80 80
==> flow_metrics.py <==
# Physical implementation metrics
metrics = {
    "status": {
        "run_status": "finished clean",
    },
    "clock_network": {
        "cts_tree": "built",
        "cts_max_path_buffers": 2,
        "cts_inserted_buffers": 3,
        "worstSkewPairLatency_ps": 260,
        "cts_root_buffer": "clkbuf_4",
        "ctsHoldBuffers": 0,
        "post_cts_buffers": 0,
        "clk_pin_slew_ps": 70,
        "cts_sinks": 12,
        "cts_resized": 0,
        "cts_max_level": 1,
    },
    "setup_path": {
        "endpoint_kind": "flip-flop",
        "ff2ff_setup_slack_ps": 550,
        "crit_path_start_kind": "flip-flop",
        "ff2ff_path_depth": 6,
        "critPathMaxFanout": 5,
        "r2r-start": "State[0]",
        "arrival_ps": 1600,
        "cp.required_ps": 2150,
        "slowest_stage": "dfxtp_1",
        "r2r_end": "display[0]",
        "worst-setup-path-type": "flip-flop to flip-flop",
        "crit_path_cell_trace": "inv_1 -> ha_1 -> nand3b_1 -> or3_4 -> inv_2 -> or3_1",
        "crit_path_start": "State[0]",
        "cp_slowest_stage_delay_ps": 380,
    },
    "timing": {
        "finalHoldViolations": 0,
        "fmax_mhz": 689,
        "rsz0062_at_grt": "no",
        "relSlewSlack": 0.853,
        "tightestPinTransition_ps": 218,
        "setup_viol": 0,
        "fin_tns_setup_ps": 0,
        "period_used_share": 0.726,
        "drv_slew": 0,
        "holdWs_ps": 470,
        "fin_skew_ps": 5.42,
        "period_needed_ps": 1450,
    },
    "synth": {
        "syn-cell-area_um2": 467,
        "yosys_warnings": 1,
        "top_area_cell": "dfxtp_1",
        "yosys_cells": 48,
        "syn_inst": 48,
        "syn_area_per_cell_um2": 9.72,
        "yosys-top-cells-area": "dfxtp_1, ha_1, inv_1",
        "synth_top_area_share": 0.515,
        "ys_chip_area_um2": 467,
        "ys_seq_frac": 0.515,
        "ys_ff": 12,
        "ys_types": 18,
    },
    "floorplanning": {
        "rows": 21,
        "ios": 22,
        "core_area_um2": 3420,
        "die_area_um2": 6400,
        "die-width_um": 80,
        "fp.dieH_um": 80,
        "initCoreUtil": 0.137,
    },
    "hold_path": {
        "hold_start": "State[0]",
        "whs_path_depth": 1,
        "hold_end": "State[0]",
        "worst_hold_path_type": "flip-flop to flip-flop",
    },
    "layout": {
        "fin_cells": 119,
        "postLayoutCoreUtil": 0.226,
        "nFillCells": 373,
        "syn2layout_area_growth_pct": 65.1,
        "drive_gt1_frac": 0.0822,
    },
    "detailed_routing": {
        "drtAntennaViolNets": 0,
        "post_drt_wl_per_cell_um": 9.08,
        "drt_iter0_markers": 27,
        "drt-total-wl_um": 1080,
        "first_pass_iters": 2,
        "via_count": 389,
        "diodes": 0,
        "drc_errors": 0,
        "vias_per_cell": 3.27,
    },
    "placement": {
        "dp.cells": 115,
        "io_buffers": 21,
        "place_hpwl_um": 963,
        "gp_congestion": 0.687,
    },
    "grt": {
        "grt_start_max_net_pins": 8,
        "grt_pass1_vias": 419,
        "track_usage": 0.0350,
        "grt_pass1_wl_um": 1770,
        "antenna_found_initial": 0,
        "overflow": 0,
    },
    "pwr": {
        "p_leak_nw": 0.355,
        "p_per_area_nw_per_um2": 687,
        "vdd_drop_max_v": 0.000131,
    },
    "run": {
        "maxCapViolCount": 0,
        "tool_warnings": 28,
    },
}
## report_power, final
| part | internal [mW] | switching, mW | leakage, nW |
|---|---|---|---|
| sequential | 0.255 | 0.00824 | 0.0979 |
| combinational | 0.0549 | 0.0309 | 0.236 |
| clock | 0.110 | 0.0700 | 0.0210 |
| total | 0.421 | 0.109 | 0.355 |
## worst max-delay path: cells and delay by family, from the launching register on
kind          cells  cell delay (ps)
flops             1              380
fa+ha+maj         1              250
simple gates      3              590
buf+inv           2              110
## worst max path at each step
stage	depth (start not counted)	slack, ps	endpoint
4_1_cts	6	540	display[0]
5_1_grt	6	430	display[0]
6_report	6	550	display[0]
## synthesized netlist by cell type (all sizes together)
library cell	instances
ha	5
a21o	1
nor3	1
nand3	5
dfxtp	12
a211o	1
o311a	1
inv	10
or3	2
nand3b	1
or4	1
nor2	4
and3	1
nor4	1
nand2	1
nor2b	1
## logic make-up after synthesis
group / after synthesis / synth area share
simple gates: 18 / 0.214
flops: 12 / 0.515
buf+inv: 10 / 0.0804
fa+ha+maj: 5 / 0.134
compound gates: 3 / 0.0563
## cell usage in the layout (no fill, tap or decap), types with 3 or more instances in the layout
master / instances
dfxtp_1: 12
ha_1: 5
clkbuf_4: 3
nor2_1: 4
nand3_1: 5
inv_1: 9
clkdlybuf4s50_1: 21
## metrics by stage
stage	setup slack [ps]	power [mW]	area, µm²
6_report	549	0.530	771
5_1_grt	428	0.568	771
4_1_cts	538	0.538	771
3_5_place_dp	284	0.356	734
3_3_place_gp	306	0.353	734
2_1_floorplan	656	0.302	467
## registers in the layout, indices dropped and copies added (netlist names)
signal   cells
display      3
out          6
State        3
## area by class of cell
type | count | area (µm²) | area share
sequential | 12 | 240 | 0.312
timing repair buffer | 21 | 210 | 0.273
multi-input combinational | 26 | 189 | 0.245
tap | 46 | 57.6 | 0.0747
inverter | 10 | 37.5 | 0.0487
clock buffer | 4 | 36.3 | 0.0471
## per-layer routing
metal	track usage	wire [µm]	vias up
met1	0.0286	375	169
li1	-	-	208
met5	0	0	-
met3	0.0227	112	2
met4	0.00528	8	0
met2	0.0682	584	10
Power and IR drop assume default switching activity.
